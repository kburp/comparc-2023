==> flow/design.v <==
`default_nettype none
module mux16(
  in0, in1, in2, in3, in4, in5, in6, in7, 
  in8, in9, in10, in11, in12, in13, in14, in15, 
  s, out
);
parameter N=32;
input wire [N-1:0] in0, in1, in2, in3, in4, in5, in6, in7, in8, in9, in10, in11, in12, in13, in14, in15;
input wire [3:0] s;
output logic [N-1:0] out;
wire [N-1:0] mux0_out, mux1_out;
mux8 #(.N(N)) MUX0 (.in0(in0), .in1(in1), .in2(in2), .in3(in3), .in4(in4), .in5(in5), .in6(in6), .in7(in7), .s(s[2:0]), .out(mux0_out));
mux8 #(.N(N)) MUX1 (.in0(in8), .in1(in9), .in2(in10), .in3(in11), .in4(in12), .in5(in13), .in6(in14), .in7(in15), .s(s[2:0]), .out(mux1_out));
mux2 #(.N(N)) MUX2 (.in0(mux0_out), .in1(mux1_out), .s(s[3]), .out(out));
endmodule
`default_nettype none
module mux2(in0, in1, s, out);
parameter N=32;
input wire [N-1:0] in0, in1;
input wire s;
output logic [N-1:0] out;
always_comb out = s ? in1 : in0;
endmodule
`default_nettype none
module mux32(
  in0, in1, in2, in3, in4, in5, in6, in7, 
  in8, in9, in10, in11, in12, in13, in14, in15, 
  in16, in17, in18, in19, in20, in21, in22, in23, 
  in24, in25, in26, in27, in28, in29, in30, in31,
  s, out
);
parameter N=32;
input wire [N-1:0] in0, in1, in2, in3, in4, in5, in6, in7, in8, in9, in10, in11, in12, in13, in14, in15, in16, in17, in18, in19, in20, in21, in22, in23, in24, in25, in26, in27, in28, in29, in30, in31;
input wire [4:0] s;
output logic [N-1:0] out;
wire [N-1:0] mux0_out, mux1_out;
mux16 #(.N(N)) MUX0 (.in0(in0), .in1(in1), .in2(in2), .in3(in3), .in4(in4), .in5(in5), .in6(in6), .in7(in7), .in8(in8), 
.in9(in9), .in10(in10), .in11(in11), .in12(in12), .in13(in13), .in14(in14), .in15(in15), .s(s[3:0]), .out(mux0_out));
mux16 #(.N(N)) MUX1 (.in0(in16), .in1(in17), .in2(in18), .in3(in19), .in4(in20), .in5(in21), .in6(in22), .in7(in23), .in8(in24), 
.in9(in25), .in10(in26), .in11(in27), .in12(in28), .in13(in29), .in14(in30), .in15(in31), .s(s[3:0]), .out(mux1_out));
mux2 #(.N(N)) MUX2 (.in0(mux0_out), .in1(mux1_out), .s(s[4]), .out(out));
endmodule
`default_nettype none
module mux4(in0, in1, in2, in3, s, out);
parameter N=32;
input wire [N-1:0] in0, in1, in2, in3;
input wire [1:0] s;
output logic [N-1:0] out;
wire [N-1:0] mux0_out, mux1_out;
mux2 #(.N(N)) MUX0 (.in0(in0), .in1(in1), .s(s[0]), .out(mux0_out));
mux2 #(.N(N)) MUX1 (.in0(in2), .in1(in3), .s(s[0]), .out(mux1_out));
mux2 #(.N(N)) MUX2 (.in0(mux0_out), .in1(mux1_out), .s(s[1]), .out(out));
endmodule
`default_nettype none
module mux8(in0, in1, in2, in3, in4, in5, in6, in7, s, out);
parameter N=32;
input wire [N-1:0] in0, in1, in2, in3, in4, in5, in6, in7;
input wire [2:0] s;
output logic [N-1:0] out;
wire [N-1:0] mux0_out, mux1_out;
mux4 #(.N(N)) MUX0 (.in0(in0), .in1(in1), .in2(in2), .in3(in3), .s(s[1:0]), .out(mux0_out));
mux4 #(.N(N)) MUX1 (.in0(in4), .in1(in5), .in2(in6), .in3(in7), .s(s[1:0]), .out(mux1_out));
mux2 #(.N(N)) MUX2 (.in0(mux0_out), .in1(mux1_out), .s(s[2]), .out(out));
endmodule
`default_nettype none
module srl(in, shamt, out);
parameter N=32;
input wire [N-1:0] in;
input wire [$clog2(N)-1:0] shamt;
output wire [N-1:0] out;
mux32 #(.N(N)) MUX0 (.in0(in[N-1:0]), .in1({1'b0, in[N-1:1]}), .in2({2'b0, in[N-1:2]}), .in3({3'b0, in[N-1:3]}), 
.in4({4'b0, in[N-1:4]}), .in5({5'b0, in[N-1:5]}), .in6({6'b0, in[N-1:6]}), .in7({7'b0, in[N-1:7]}), 
.in8({8'b0, in[N-1:8]}), .in9({9'b0, in[N-1:9]}), .in10({10'b0, in[N-1:10]}), .in11({11'b0, in[N-1:11]}), 
.in12({12'b0, in[N-1:12]}), .in13({13'b0, in[N-1:13]}), .in14({14'b0, in[N-1:14]}), .in15({15'b0, in[N-1:15]}), 
.in16({16'b0, in[N-1:16]}), .in17({17'b0, in[N-1:17]}), .in18({18'b0, in[N-1:18]}), .in19({19'b0, in[N-1:19]}), 
.in20({20'b0, in[N-1:20]}), .in21({21'b0, in[N-1:21]}), .in22({22'b0, in[N-1:22]}), .in23({23'b0, in[N-1:23]}), 
.in24({24'b0, in[N-1:24]}), .in25({25'b0, in[N-1:25]}), .in26({26'b0, in[N-1:26]}), .in27({27'b0, in[N-1:27]}), 
.in28({28'b0, in[N-1:28]}), .in29({29'b0, in[N-1:29]}), .in30({30'b0, in[N-1:30]}), .in31({31'b0, in[N-1]}), 
.s(shamt), .out(out));
endmodule
==> flow/run.sh <==
#!/bin/bash
# OpenROAD 26Q1-2900-gdf79404cd8, Yosys 0.63+post, stock flow scripts
make -C /OpenROAD-flow-scripts/flow DESIGN_CONFIG=/design/flow/config.mk WORK_HOME=/design/flow/orfs finish
==> flow/config.mk <==
export PLATFORM = sky130hd
export DESIGN_NAME = srl
export DESIGN_NICKNAME = srl
export VERILOG_FILES = /design/flow/design.v
export SDC_FILE = /design/flow/constraint.sdc
export NUM_CORES = 4
export LEC_CHECK = 1
export CORE_AREA = 10 10 107 107
export DIE_AREA = 0 0 117 117
==> flow/constraint.sdc <==
current_design srl

set clk_period 3.1
set clk_io_pct 0.2

create_clock -name clk0 -period $clk_period

set non_clock_inputs [all_inputs -no_clocks]
set_input_delay [expr $clk_period * $clk_io_pct] -clock clk0 $non_clock_inputs
set_output_delay [expr $clk_period * $clk_io_pct] -clock clk0 [all_outputs]
==> impl_metrics.tcl <==
# flow metrics
set metrics [dict create \
    avgRoutedWirePerCell_um 18.04 \
    tool_warnings 34 \
    die_area_um2 13690 \
    synth.top_cells.by_area "sky130_fd_sc_hd__mux4_2 35%, sky130_fd_sc_hd__mux2_2 10%, sky130_fd_sc_hd__mux4_1 7.4%, sky130_fd_sc_hd__mux2i_1 5.6%, sky130_fd_sc_hd__nor2_1 4.2%" \
    critical_path_class "in2out" \
    first_global_vias 2065 \
    rsz0062_at_grt "true" \
    overflow 0 \
    seq_power_share_pct 0 \
    data_required_critical_path_ns 2.48 \
    yosysWarningCount 1 \
    final_area_um2 3273 \
    timing_max_transition_violations_final 0 \
    detailroute.via_count 2085 \
    detail_route.iter0.violations 89 \
    static-leakage-power_nw 1.425 \
    power_frac_comb_pct 100.0 \
    outcome "finished, final reports clean" \
    placedInstanceArea_um2 2980 \
    synth.avg_cell_area_um2 9.548 \
    crit_arrival_ns 2.43 \
    hold_ws_ns 1.882 \
    max_cap_viol_count 0 \
    timing.final.crit_period_ns 3.051 \
    post-layout-total-power_mw 0.5386 \
    gp_congestion 0.8784 \
    synth_seq_share_pct 0 \
    critPathBufInv 4 \
    final_number_of_setup_violating_endpoints 0 \
    wirelength_um 7541 \
    power.switching_fraction_pct 40.17 \
    area_growth_pct 83.32 \
    post-route-util_pct 35.59 \
    core.rowCount 35 \
    detailedPlacementHpwl_um 6424 \
    path_cells "clkdlybuf4s15_2 -> buf_12 -> buf_6 -> mux4_2 -> o22a_1 -> o21ai_2 -> nor3_2 -> clkdlybuf4s50_1" \
    synth_area_um2 1785 \
    nClkBuffers 0 \
    worstHoldStart "shamt[3]" \
    drt.antenna.violating_nets 0 \
    ios 69 \
    detailedRoute.firstPassIterationCount 4 \
    power_per_cell_area_nw_per_um2 164.5 \
    ys_types 40 \
    grt_first_pass_wirelength_um 11540 \
    ys_cells 187 \
    initial_core_util_pct 19.41 \
    holdPathStages 5 \
    synthDominantAreaCellType "sky130_fd_sc_hd__mux4_2" \
    timing.critical_path.max_delay_family "buffers and inverters" \
    fin_tns_setup_ns 0 \
    worst_pin_slew_ns 0.4636 \
    antenna_found_initial 0 \
    portBuffers 69 \
    power.net_switching_mw 0.2164 \
    grt.total_usage_pct 10.71 \
    worst_path_largest_cell_delay_ns 0.53 \
    slew_headroom_pct 68.96 \
    cts-hold-fix-buffers 0 \
    nFlopsAndLatches 0 \
    yosys_area_um2 1785 \
    die.size.y_um 117 \
    drive_above_1_share_pct 50.16 \
    cellInternalPower_mw 0.3222 \
    critical-path-slowest-cell "sky130_fd_sc_hd__mux4_2" \
    max_clock_freq_ghz 0.3278 \
    worst_setup_path_start_kind "input port" \
    min_to "out[22]" \
    final_min_period_over_clock_period_pct 98.41 \
    layout_filler_cell_count 916 \
    die.size.x_um 117 \
    hold_path_class "in2out" \
    drt_drc_violations_left 0 \
    seqCellArea_um2 0 \
    vdd.ir_drop.worst_mv 0.04170 \
    hold_viol 0 \
    worst_setup_path_end_kind "output port" \
    grt_start_max_net_pins 13 \
    core_um2 9196 \
    antennaDiodeCount 0 \
    power.share.clock_pct 0 \
    cells_after_synthesis 187 \
    synth_top_area_share_pct 35.32 \
    post_detailed_route_via_to_cell_ratio 4.988 \
    critical_path_peak_fanout 6 \
]
## stage by stage
stage	worst slack, ns	cells
floorplan	0.4637	187
global placement	-0.4315	406
CTS	-0.06038	412
global route	-0.01925	418
finish	0.04923	418
detailed placement	-0.4097	406
## routing by layer
metal | vias to the layer above | track usage [%] | wire (um)
met4 | 0 | 0 | 0
met1 | 998 | 14.60 | 3376
met3 | 0 | 3.199 | 649
met2 | 73 | 17.62 | 3515
met5 | - | 0 | 0
li1 | 1014 | - | -
## how the worst max path moves through the flow
stage,from,cells after the start,to
6_report,shamt[0],8,out[1]
5_1_grt,shamt[1],8,out[1]
4_1_cts,shamt[0],7,out[12]
## power groups by stage
stage	Clock (mW)	Combinational, mW	Sequential [mW]
final	0	0.539	0
after CTS	0	0.515	0
after global routing	0	0.582	0
## cell usage in the layout, fill, tap and decap left out, drive strengths merged, types with 5 or more instances in the layout
cell type	instances
mux2i	10
clkdlybuf4s15	8
buf	73
nor2b	5
nor2	20
o211ai	6
a22oi	9
mux2	16
nand2	15
dlygate4sd2	27
clkdlybuf4s50	21
o21ai	8
mux4	33
dlymetal6s2s	9
a211oi	7
## synth_stat cells
cell / instances
sky130_fd_sc_hd__mux2i_1: 10
sky130_fd_sc_hd__a2bb2oi_1: 4
sky130_fd_sc_hd__clkbuf_1: 7
sky130_fd_sc_hd__o32ai_1: 1
sky130_fd_sc_hd__or4b_1: 1
sky130_fd_sc_hd__buf_4: 2
sky130_fd_sc_hd__nand2_1: 15
sky130_fd_sc_hd__a22oi_1: 9
sky130_fd_sc_hd__buf_6: 2
sky130_fd_sc_hd__or3b_2: 1
sky130_fd_sc_hd__and3_1: 1
sky130_fd_sc_hd__or2_0: 1
sky130_fd_sc_hd__nand2b_1: 3
sky130_fd_sc_hd__a221oi_1: 1
sky130_fd_sc_hd__mux4_1: 5
sky130_fd_sc_hd__o21ai_0: 4
sky130_fd_sc_hd__buf_2: 7
sky130_fd_sc_hd__buf_1: 1
sky130_fd_sc_hd__inv_1: 1
sky130_fd_sc_hd__a211oi_1: 7
sky130_fd_sc_hd__inv_2: 1
sky130_fd_sc_hd__and3b_1: 1
sky130_fd_sc_hd__nand3b_1: 1
sky130_fd_sc_hd__nor3_1: 3
sky130_fd_sc_hd__nor2_1: 20
sky130_fd_sc_hd__or2_2: 1
sky130_fd_sc_hd__nor2b_1: 5
sky130_fd_sc_hd__mux4_2: 28
sky130_fd_sc_hd__mux2_2: 16
sky130_fd_sc_hd__nand3_1: 1
sky130_fd_sc_hd__a22o_1: 1
sky130_fd_sc_hd__and2_1: 4
sky130_fd_sc_hd__o22ai_1: 4
sky130_fd_sc_hd__or3_1: 1
sky130_fd_sc_hd__o211ai_1: 6
sky130_fd_sc_hd__o221ai_1: 2
sky130_fd_sc_hd__a21oi_1: 2
sky130_fd_sc_hd__o22a_1: 2
sky130_fd_sc_hd__o21ai_1: 4
sky130_fd_sc_hd__a311o_1: 1
## tightest hold or removal path, stage by stage
cell and delay, ns:
sky130_fd_sc_hd__dlymetal6s2s_1 0.16, sky130_fd_sc_hd__buf_6 0.16, sky130_fd_sc_hd__nand2_1 0.07, sky130_fd_sc_hd__and3b_1 0.15, sky130_fd_sc_hd__dlymetal6s2s_1 0.09
## timing repair
action,4_1_cts,5_1_grt
gates cloned,1,0
endpoints found under the setup margin,31,20
buffers inserted,5,6
pin swaps,4,9
resized,89,33
## cell type report
class	instances	area (um^2)	share of cell area (%)
repair buffers	139	1297	39.64
multi-input cells	166	1829	55.89
inverters	2	7.507	0.2294
well taps	111	138.9	4.243
## logic make-up (layout without fill, tap and decap cells)
logic type             Yosys count  count (layout)  share of synthesized area [%]
AOI/OAI and AO/OA               48              48                          19.41
buffers and inverters           21             141                          6.166
muxes                           59              59                          58.37
and+or+nand+nor                 59              59                          16.05
Power is estimated from default activity; no workload was simulated.
