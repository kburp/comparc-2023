## flow/config.mk

```make
export PLATFORM = sky130hd
export DESIGN_NAME = sll
export DESIGN_NICKNAME = sll
export VERILOG_FILES = /design/flow/design.v
export SDC_FILE = /design/flow/constraint.sdc
export NUM_CORES = 4
export LEC_CHECK = 1
export CORE_AREA = 10 10 108 108
export DIE_AREA = 0 0 118 118
```

## flow/constraint.sdc

```tcl
current_design sll

set clk_period 3.7
set clk_io_pct 0.2

create_clock -name clk0 -period $clk_period

set non_clock_inputs [all_inputs -no_clocks]
set_input_delay [expr $clk_period * $clk_io_pct] -clock clk0 $non_clock_inputs
set_output_delay [expr $clk_period * $clk_io_pct] -clock clk0 [all_outputs]
```

## flow/design.v

```verilog
`default_nettype none
module mux16(
  in0, in1, in2, in3, in4, in5, in6, in7, 
  in8, in9, in10, in11, in12, in13, in14, in15, 
  s, out
);
parameter N=32;
input wire [N-1:0] in0, in1, in2, in3, in4, in5, in6, in7, in8, in9, in10, in11, in12, in13, in14, in15;
input wire [3:0] s;
output logic [N-1:0] out;
wire [N-1:0] mux0_out, mux1_out;
mux8 #(.N(N)) MUX0 (.in0(in0), .in1(in1), .in2(in2), .in3(in3), .in4(in4), .in5(in5), .in6(in6), .in7(in7), .s(s[2:0]), .out(mux0_out));
mux8 #(.N(N)) MUX1 (.in0(in8), .in1(in9), .in2(in10), .in3(in11), .in4(in12), .in5(in13), .in6(in14), .in7(in15), .s(s[2:0]), .out(mux1_out));
mux2 #(.N(N)) MUX2 (.in0(mux0_out), .in1(mux1_out), .s(s[3]), .out(out));
endmodule
`default_nettype none
module mux2(in0, in1, s, out);
parameter N=32;
input wire [N-1:0] in0, in1;
input wire s;
output logic [N-1:0] out;
always_comb out = s ? in1 : in0;
endmodule
`default_nettype none
module mux32(
  in0, in1, in2, in3, in4, in5, in6, in7, 
  in8, in9, in10, in11, in12, in13, in14, in15, 
  in16, in17, in18, in19, in20, in21, in22, in23, 
  in24, in25, in26, in27, in28, in29, in30, in31,
  s, out
);
parameter N=32;
input wire [N-1:0] in0, in1, in2, in3, in4, in5, in6, in7, in8, in9, in10, in11, in12, in13, in14, in15, in16, in17, in18, in19, in20, in21, in22, in23, in24, in25, in26, in27, in28, in29, in30, in31;
input wire [4:0] s;
output logic [N-1:0] out;
wire [N-1:0] mux0_out, mux1_out;
mux16 #(.N(N)) MUX0 (.in0(in0), .in1(in1), .in2(in2), .in3(in3), .in4(in4), .in5(in5), .in6(in6), .in7(in7), .in8(in8), 
.in9(in9), .in10(in10), .in11(in11), .in12(in12), .in13(in13), .in14(in14), .in15(in15), .s(s[3:0]), .out(mux0_out));
mux16 #(.N(N)) MUX1 (.in0(in16), .in1(in17), .in2(in18), .in3(in19), .in4(in20), .in5(in21), .in6(in22), .in7(in23), .in8(in24), 
.in9(in25), .in10(in26), .in11(in27), .in12(in28), .in13(in29), .in14(in30), .in15(in31), .s(s[3:0]), .out(mux1_out));
mux2 #(.N(N)) MUX2 (.in0(mux0_out), .in1(mux1_out), .s(s[4]), .out(out));
endmodule
`default_nettype none
module mux4(in0, in1, in2, in3, s, out);
parameter N=32;
input wire [N-1:0] in0, in1, in2, in3;
input wire [1:0] s;
output logic [N-1:0] out;
wire [N-1:0] mux0_out, mux1_out;
mux2 #(.N(N)) MUX0 (.in0(in0), .in1(in1), .s(s[0]), .out(mux0_out));
mux2 #(.N(N)) MUX1 (.in0(in2), .in1(in3), .s(s[0]), .out(mux1_out));
mux2 #(.N(N)) MUX2 (.in0(mux0_out), .in1(mux1_out), .s(s[1]), .out(out));
endmodule
`default_nettype none
module mux8(in0, in1, in2, in3, in4, in5, in6, in7, s, out);
parameter N=32;
input wire [N-1:0] in0, in1, in2, in3, in4, in5, in6, in7;
input wire [2:0] s;
output logic [N-1:0] out;
wire [N-1:0] mux0_out, mux1_out;
mux4 #(.N(N)) MUX0 (.in0(in0), .in1(in1), .in2(in2), .in3(in3), .s(s[1:0]), .out(mux0_out));
mux4 #(.N(N)) MUX1 (.in0(in4), .in1(in5), .in2(in6), .in3(in7), .s(s[1:0]), .out(mux1_out));
mux2 #(.N(N)) MUX2 (.in0(mux0_out), .in1(mux1_out), .s(s[2]), .out(out));
endmodule
`default_nettype none
module sll(in, shamt, out);
parameter N=32;
input wire [N-1:0] in;
input wire [$clog2(N)-1:0] shamt;
output wire [N-1:0] out;
mux32 #(.N(N)) MUX0 (.in0(in), .in1({in[N-2:0], 1'b0}), .in2({in[N-3:0], 2'b0}), .in3({in[N-4:0], 3'b0}), 
.in4({in[N-5:0], 4'b0}), .in5({in[N-6:0], 5'b0}), .in6({in[N-7:0], 6'b0}), .in7({in[N-8:0], 7'b0}), 
.in8({in[N-9:0], 8'b0}), .in9({in[N-10:0], 9'b0}), .in10({in[N-11:0], 10'b0}), .in11({in[N-12:0], 11'b0}), 
.in12({in[N-13:0], 12'b0}), .in13({in[N-14:0], 13'b0}), .in14({in[N-15:0], 14'b0}), .in15({in[N-16:0], 15'b0}), 
.in16({in[N-17:0], 16'b0}), .in17({in[N-18:0], 17'b0}), .in18({in[N-19:0], 18'b0}), .in19({in[N-20:0], 19'b0}), 
.in20({in[N-21:0], 20'b0}), .in21({in[N-22:0], 21'b0}), .in22({in[N-23:0], 22'b0}), .in23({in[N-24:0], 23'b0}), 
.in24({in[N-25:0], 24'b0}), .in25({in[N-26:0], 25'b0}), .in26({in[N-27:0], 26'b0}), .in27({in[N-28:0], 27'b0}), 
.in28({in[N-29:0], 28'b0}), .in29({in[N-30:0], 29'b0}), .in30({in[N-31:0], 30'b0}), .in31({in[0], 31'b0}), 
.s(shamt), .out(out));
endmodule
```

## flow/run.sh

```bash
#!/bin/bash
# OpenROAD 26Q1-2900-gdf79404cd8, Yosys 0.63+post, stock flow scripts
make -C /OpenROAD-flow-scripts/flow DESIGN_CONFIG=/design/flow/config.mk WORK_HOME=/design/flow/orfs finish
```

==> flow_summary.ini <==
; synthesis and place-and-route metrics
[cts]
hold_buffers = 0

[hold_path]
hp-start = shamt[3]
min_to = out[13]
hold_class = in -> out
worstHoldPathCells = 5

[logic_synthesis]
synth_warnings = 1
ys_area_um2 = 1803
synth_cell_type_count = 40
syn_area_um2 = 1803
synth_stat.cells = 206
syn-instance-count = 206
syn_area_per_cell_um2 = 8.752
ys_seq_share_pct = 0

[finish]
fillers = 998
stdcell_count = 430
register_area_um2 = 0
area_growth_pct = 68.84
drive_above_1_share_pct = 31.23
nClkBuffers = 0
ff_count = 0

[timing]
max-slew-margin-rel_pct = 66.96
fin_crit_sh_pct = 98.00
max_freq_mhz = 275.8
drv_slew = 0
tns_ns = 0
final_hold_viol_count = 0
worst_slew_pin_slew_ns = 0.4940
holdWs_ns = 2.431
rsz0062_at_grt = false
setup_viol = 0
fin_crit_ns = 3.626

[route]
avgViaCountPerCell = 5.049
firstDrtPassIters = 4
diodes = 0
wirelength_um = 7499
ant_nets = 0
via_count = 2171
drtIter0Drc = 103
routedWlPerCell_um = 17.44
drc = 0

[critical_path]
end_kind = primary output
startpoint_type = primary input
crit_slowest_cell = clkdlybuf4s50_1
cp_max_fo = 5
cpPeakStageDelay_ns = 0.57
required_ns = 2.96
cpMostUsedCell = clkdlybuf4s50_1
crit_type = in -> out
worstPathArrival_ns = 2.89
path_cells = clkdlybuf4s50_1 > mux4_2 > o22ai_1 > or4_1 > o311ai_1 > clkdlybuf4s50_1

[power_and_ir_drop]
p_total_mw = 0.4183
irDropWorstVdd_v = 0.00005826
powerDensity_nw_per_um2 = 137.4
leakagePower_nw = 1.150

[global_route]
antenna_found_initial = 0
globalRouteOverflowTotal = 0
grt_max_degree = 29
grt_pass1_vias = 2166
track_usage_pct = 10.24
grt_pass1_wl_um = 11800

[die]
die_area_um2 = 13920
die_y_um = 118
ios = 69
num_rows = 35
fp_util_pct = 19.42
core-area_um2 = 9284
die_w_um = 118

[status]
outcome = completed

[flow_run]
warning_count = 32
drv_cap = 0

[place]
dp.cells = 427
place_hpwl_um = 6320
gp_congestion = 0.9557
port_buffers = 69
logic make-up after synthesis:
family	after synthesis	synth area share [%]
AND/OR/NAND/NOR	70	18.88
multiplexers	59	52.67
AND-OR/OR-AND	53	21.10
buffers and inverters	24	7.356
worst max-delay path, delay by kind of cell:
| family | cells | cell delay, ns |
|---|---|---|
| buf+inv | 2 | 1.10 |
| simple gates | 1 | 0.54 |
| mux | 1 | 0.31 |
| compound gates | 2 | 0.19 |
cell usage in the layout, fill, tap and decap left out, types with 2 or more instances in the layout:
cell,n
clkdlybuf4s50_1,62
buf_4,38
nor2_1,29
mux4_2,23
mux2i_1,18
mux2_2,15
nand2_1,14
a211oi_1,13
o22ai_1,8
o211ai_1,6
buf_12,6
nand2b_1,5
nor3_1,5
a21oi_1,4
o21ai_0,4
dlymetal6s2s_1,4
and2_1,3
nand3b_1,3
or3_1,3
a22o_1,3
mux4_1,3
a32o_1,2
o22ai_2,2
a22oi_1,2
o22a_1,2
dlygate4sd2_1,2
buf_6,2
how the worst max path moves through the flow:
stage | slack [ns] | depth (start not counted) | end | startpoint
finish | 0.07 | 6 | out[30] | in[15]
global route | 0.0006 | 7 | out[25] | in[12]
CTS | 0.06 | 6 | out[30] | in[17]
stage by stage:
stage / instance area [µm²] / utilization, % / setup WS (ns)
after CTS: 2998 / 32.29 / 0.06273
after floorplan: 1803 / - / 0.9155
final: 3044 / 32.79 / 0.07408
after global routing: 3044 / 32.79 / 0.0005538
after detailed placement: 2938 / 31.64 / -0.1116
after global placement: 2938 / 31.64 / -0.1248
power breakdown:
part | internal [mW] | switching [mW]
logic | 0.248 | 0.171
registers | 0 | 0
clock network | 0 | 0
metal layers:
metal	vias to the layer above	GRT usage, %	wire [µm]
met2	99	15.45	3313
met1	1028	14.23	3425
met4	0	0.6182	54
li1	1038	-	-
met3	6	3.938	706
met5	-	0	0
repair_timing:
item	in CTS	in global routing
gates resized	8	7
gates cloned	1	1
setup endpoints to repair	7	5
pin swaps	1	1
setup buffers	0	1
synthesized netlist by cell type, drive strengths merged:
| cell | n | area [µm²] |
|---|---|---|
| nand2 | 14 | 52.55 |
| nand3b | 3 | 22.52 |
| nor4bb | 1 | 10.01 |
| o2bb2ai | 1 | 8.760 |
| mux4 | 26 | 600.6 |
| nor2b | 1 | 6.260 |
| buf | 16 | 102.6 |
| o21bai | 1 | 7.510 |
| a311oi | 1 | 8.760 |
| o211ai | 6 | 45.04 |
| o311ai | 1 | 8.760 |
| nor2 | 29 | 108.9 |
| clkbuf | 6 | 22.52 |
| o21ai | 5 | 25.02 |
| or3b | 1 | 8.760 |
| nor4 | 1 | 6.260 |
| inv | 2 | 7.510 |
| a21oi | 4 | 20.02 |
| or4 | 1 | 7.510 |
| a32o | 2 | 20.02 |
| and2 | 3 | 18.77 |
| or2 | 1 | 6.260 |
| mux2i | 18 | 180.2 |
| o32ai | 2 | 17.52 |
| a22o | 3 | 26.28 |
| nor3b | 1 | 7.510 |
| or4b | 1 | 10.01 |
| nor3 | 5 | 25.02 |
| o22a | 2 | 17.52 |
| o22ai | 10 | 62.56 |
| mux2 | 15 | 168.9 |
| nand2b | 5 | 31.28 |
| a211oi | 13 | 97.59 |
| or3 | 3 | 18.77 |
| a22oi | 2 | 15.01 |
final cells by class:
class	count	area [µm²]	area share [%]
multi-input combinational	182	1693	55.61
timing repair buffer	117	1179	38.72
tap	129	161.4	5.302
inverter	2	11.26	0.3699
No activity file was given, so power comes from the tool's default toggle rates.
