==> flow/design.v <==
`default_nettype none
module mux16(
  in0, in1, in2, in3, in4, in5, in6, in7, 
  in8, in9, in10, in11, in12, in13, in14, in15, 
  s, out
);
parameter N=32;
input wire [N-1:0] in0, in1, in2, in3, in4, in5, in6, in7, in8, in9, in10, in11, in12, in13, in14, in15;
input wire [3:0] s;
output logic [N-1:0] out;
wire [N-1:0] mux0_out, mux1_out;
mux8 #(.N(N)) MUX0 (.in0(in0), .in1(in1), .in2(in2), .in3(in3), .in4(in4), .in5(in5), .in6(in6), .in7(in7), .s(s[2:0]), .out(mux0_out));
mux8 #(.N(N)) MUX1 (.in0(in8), .in1(in9), .in2(in10), .in3(in11), .in4(in12), .in5(in13), .in6(in14), .in7(in15), .s(s[2:0]), .out(mux1_out));
mux2 #(.N(N)) MUX2 (.in0(mux0_out), .in1(mux1_out), .s(s[3]), .out(out));
endmodule
`default_nettype none
module mux2(in0, in1, s, out);
parameter N=32;
input wire [N-1:0] in0, in1;
input wire s;
output logic [N-1:0] out;
always_comb out = s ? in1 : in0;
endmodule
`default_nettype none
module mux32(
  in0, in1, in2, in3, in4, in5, in6, in7, 
  in8, in9, in10, in11, in12, in13, in14, in15, 
  in16, in17, in18, in19, in20, in21, in22, in23, 
  in24, in25, in26, in27, in28, in29, in30, in31,
  s, out
);
parameter N=32;
input wire [N-1:0] in0, in1, in2, in3, in4, in5, in6, in7, in8, in9, in10, in11, in12, in13, in14, in15, in16, in17, in18, in19, in20, in21, in22, in23, in24, in25, in26, in27, in28, in29, in30, in31;
input wire [4:0] s;
output logic [N-1:0] out;
wire [N-1:0] mux0_out, mux1_out;
mux16 #(.N(N)) MUX0 (.in0(in0), .in1(in1), .in2(in2), .in3(in3), .in4(in4), .in5(in5), .in6(in6), .in7(in7), .in8(in8), 
.in9(in9), .in10(in10), .in11(in11), .in12(in12), .in13(in13), .in14(in14), .in15(in15), .s(s[3:0]), .out(mux0_out));
mux16 #(.N(N)) MUX1 (.in0(in16), .in1(in17), .in2(in18), .in3(in19), .in4(in20), .in5(in21), .in6(in22), .in7(in23), .in8(in24), 
.in9(in25), .in10(in26), .in11(in27), .in12(in28), .in13(in29), .in14(in30), .in15(in31), .s(s[3:0]), .out(mux1_out));
mux2 #(.N(N)) MUX2 (.in0(mux0_out), .in1(mux1_out), .s(s[4]), .out(out));
endmodule
`default_nettype none
module mux4(in0, in1, in2, in3, s, out);
parameter N=32;
input wire [N-1:0] in0, in1, in2, in3;
input wire [1:0] s;
output logic [N-1:0] out;
wire [N-1:0] mux0_out, mux1_out;
mux2 #(.N(N)) MUX0 (.in0(in0), .in1(in1), .s(s[0]), .out(mux0_out));
mux2 #(.N(N)) MUX1 (.in0(in2), .in1(in3), .s(s[0]), .out(mux1_out));
mux2 #(.N(N)) MUX2 (.in0(mux0_out), .in1(mux1_out), .s(s[1]), .out(out));
endmodule
`default_nettype none
module mux8(in0, in1, in2, in3, in4, in5, in6, in7, s, out);
parameter N=32;
input wire [N-1:0] in0, in1, in2, in3, in4, in5, in6, in7;
input wire [2:0] s;
output logic [N-1:0] out;
wire [N-1:0] mux0_out, mux1_out;
mux4 #(.N(N)) MUX0 (.in0(in0), .in1(in1), .in2(in2), .in3(in3), .s(s[1:0]), .out(mux0_out));
mux4 #(.N(N)) MUX1 (.in0(in4), .in1(in5), .in2(in6), .in3(in7), .s(s[1:0]), .out(mux1_out));
mux2 #(.N(N)) MUX2 (.in0(mux0_out), .in1(mux1_out), .s(s[2]), .out(out));
endmodule
`default_nettype none
module sra(in,shamt,out);
parameter N=32;
input wire [N-1:0] in;
input wire [$clog2(N)-1:0] shamt;
output wire [N-1:0] out;
mux32 #(.N(N)) MUX0 (.in0(in[N-1:0]), .in1({{1 {in[N-1]}}, in[N-1:1]}), .in2({{2 {in[N-1]}}, in[N-1:2]}), .in3({{3 {in[N-1]}}, in[N-1:3]}), 
.in4({{4 {in[N-1]}}, in[N-1:4]}), .in5({{5 {in[N-1]}}, in[N-1:5]}), .in6({{6 {in[N-1]}}, in[N-1:6]}), .in7({{7 {in[N-1]}}, in[N-1:7]}), 
.in8({{8 {in[N-1]}}, in[N-1:8]}), .in9({{9 {in[N-1]}}, in[N-1:9]}), .in10({{10 {in[N-1]}}, in[N-1:10]}), .in11({{11 {in[N-1]}}, in[N-1:11]}), 
.in12({{12 {in[N-1]}}, in[N-1:12]}), .in13({{13 {in[N-1]}}, in[N-1:13]}), .in14({{14 {in[N-1]}}, in[N-1:14]}), .in15({{15 {in[N-1]}}, in[N-1:15]}), 
.in16({{16 {in[N-1]}}, in[N-1:16]}), .in17({{17 {in[N-1]}}, in[N-1:17]}), .in18({{18 {in[N-1]}}, in[N-1:18]}), .in19({{19 {in[N-1]}}, in[N-1:19]}), 
.in20({{20 {in[N-1]}}, in[N-1:20]}), .in21({{21 {in[N-1]}}, in[N-1:21]}), .in22({{22 {in[N-1]}}, in[N-1:22]}), .in23({{23 {in[N-1]}}, in[N-1:23]}), 
.in24({{24 {in[N-1]}}, in[N-1:24]}), .in25({{25 {in[N-1]}}, in[N-1:25]}), .in26({{26 {in[N-1]}}, in[N-1:26]}), .in27({{27 {in[N-1]}}, in[N-1:27]}), 
.in28({{28 {in[N-1]}}, in[N-1:28]}), .in29({{29 {in[N-1]}}, in[N-1:29]}), .in30({{30 {in[N-1]}}, in[N-1:30]}), .in31({{32 {in[N-1]}}}), 
.s(shamt), .out(out));
endmodule
==> flow/run.sh <==
#!/bin/bash
# OpenROAD 26Q1-2900-gdf79404cd8, Yosys 0.63+post, stock flow scripts
make -C /OpenROAD-flow-scripts/flow DESIGN_CONFIG=/design/flow/config.mk WORK_HOME=/design/flow/orfs finish
==> flow/config.mk <==
export PLATFORM = sky130hd
export DESIGN_NAME = sra
export DESIGN_NICKNAME = sra
export VERILOG_FILES = /design/flow/design.v
export SDC_FILE = /design/flow/constraint.sdc
export NUM_CORES = 4
export LEC_CHECK = 1
export CORE_AREA = 10 10 105 105
export DIE_AREA = 0 0 115 115
==> flow/constraint.sdc <==
current_design sra

set clk_period 2.5
set clk_io_pct 0.2

create_clock -name clk0 -period $clk_period

set non_clock_inputs [all_inputs -no_clocks]
set_input_delay [expr $clk_period * $clk_io_pct] -clock clk0 $non_clock_inputs
set_output_delay [expr $clk_period * $clk_io_pct] -clock clk0 [all_outputs]
==> run_results.csv <==
group,metric,value,unit
run_status,status,"complete, but fails checks",
run_status,violations,"negative setup slack",
sta,finalSetupTns,-0.6375,ns
setup_path,crit_path_max_incr_delay,0.46,ns
finish,flop_area,0,sq um
sta,finalHoldViolCount,0,
floorplan,dieArea,0.01323,sq mm
floorplan,coreArea,0.008763,sq mm
place,dpl.hpwl,7876,microns
power,ir_drop,102.7,uV
sta,tightest_slew,0.3887,ns
global_routing,grt_pass1_vias,2867,
run,maxCapViolations,0,
sta,setup_viol,10,
floorplan,die_y,115,microns
setup_path,endpoint_kind,"output port",
sta,grt_setup_unrepaired,"true",
yosys,yosysUniqueCellTypes,47,
cts,cts_hold_buf,0,
drt,vias,2837,
yosys,syn_area,0.002247,sq mm
drt,drt-initial-drc-count,181,
global_routing,grt_use_total,14.45,%
yosys,yosysCellCount,244,
global_routing,gr-total-overflow,0,
setup_path,critical_path.top_delay_family,"multiplexers",
global_routing,grt_max_degree,30,
setup_path,crit_type,"input port to output port",
drt,ant_nets,0,
finish,lay_top_count,"buf_4",
sta,layout_setup_ws,-0.1471,ns
hold_path,hold_path.class,"input port to output port",
drt,antennaDiodeCount,0,
global_routing,antenna_found_initial,0,
floorplan,design.portCount,69,
finish,final_util,46.97,%
setup_path,path_common_cell,"buf_12",
drt,routedWlPerCell,18.85,microns
place,io_buffers,69,
run,tool_warnings,34,
finish,drive_gt1_share,65.12,%
yosys,syn_inst,244,
power,leakage,1.834,nW
setup_path,path_buffers,4,
global_routing,grt_pass1_wl,15320,microns
sta,relSlewSlack,73.89,%
finish,area_growth,83.18,%
sta,whs,1.614,ns
finish,combGateArea,0.002338,sq mm
place,pre_cts_slack,-0.7927,ns
floorplan,row_count,34,
place,place_area,0.003647,sq mm
finish,flops,0,
finish,layout_top_cells,"buf_4 (99), mux4_2 (34), buf_2 (29)",
setup_path,crit_slowest_cell,"mux4_2",
setup_path,crit_arrival,2.15,ns
drt,post-route-drc-count,0,
floorplan,fp_util,25.64,%
floorplan,dieWidth,115,microns
drt,wl,9765,microns
setup_path,critPathLaunchType,"input port",
finish,final_area,0.004116,sq mm
setup_path,crit_fanout,8,
drt,dr.pass1.iters,4,
setup_path,cp_cell_sequence,"buf_12 > buf_12 > buf_12 > nor2_4 > mux2_4 > mux2_4 > mux4_2 > buf_2",
sta,layout_worst_path_cycle_share,105.9,%
yosys,yosysChipArea,0.002247,sq mm
place,routabilityCongestion,0.9122,
sta,fmax,377.8,MHz
sta,fin_crit,2.647,ns
drt,routed_via_density,5.477,
yosys,yosys_warnings,1,
setup_path,cp.required,2.00,ns
sta,slew_violations,0,
finish,filler_cell_count,793,
power,p_per_area,216.8,mW/mm^2
yosys,avgSynthCellArea,9.210,sq um
finish,nClkBuffers,0,
yosys,synth_seq_share,0,%
-- worst paths after layout --
check	cells after the start	end	start	slack (ns)
worst max-delay path	8	out[10]	shamt[1]	-0.15
worst min-delay path	5	out[0]	in[3]	1.61
-- area by class of cell --
class	instances	area share, %
Multi-Input combinational cell	213	56.81
Tap cell	108	3.283
Timing Repair Buffer	194	39.64
Inverter	3	0.2736
-- logic make-up after synthesis --
| group | synth area share (%) |
|---|---|
| multiplexers | 58.41 |
| AND/OR/NAND/NOR | 13.47 |
| AND-OR/OR-AND | 20.44 |
| buffers and inverters | 7.683 |
-- layer usage --
metal  routed length [microns]  GRT usage, %
met1                      4096         19.82
met4                        81         1.073
met3                       890         3.481
met2                      4696         23.80
met5                         0             0
-- per-stage QoR --
stage / instances / power [W]
6_report: 518 / 0.0008923
5_1_grt: 518 / 0.0009566
4_1_cts: 517 / 0.0008666
3_5_place_dp: 489 / 0.0007825
3_3_place_gp: 489 / 0.0007809
2_1_floorplan: 244 / 0.0003554
-- power breakdown --
group | internal, W | total, W | switching [W] | leakage (nW)
registers | 0 | 0 | 0 | 0
clock network | 0 | 0 | 0 | 0
logic | 0.000522 | 0.000892 | 0.000370 | 1.83
-- what timing repair did --
item,CTS,global route
resized,259,32
setup buffers,27,3
gates cloned,2,0
pin swaps,25,13
endpoints found under the setup margin,31,24
-- synth_stat cells (2+ instances only) --
library cell,count,area [sq um]
or2_2,2,12.51
buf_1,2,7.510
o221ai_1,3,26.28
a2bb2oi_1,4,35.03
mux2i_1,28,280.3
a32oi_1,3,26.28
nand2_1,24,90.09
o22a_1,2,17.52
and3_1,3,18.77
nor2_1,17,63.81
buf_6,3,33.78
nor2b_1,4,25.02
nand2b_1,6,37.54
a21o_1,2,15.01
buf_2,9,45.04
mux4_1,5,131.4
nand3_1,6,30.03
a22oi_1,2,15.01
a211oi_1,2,15.01
or3_1,2,12.51
mux2_2,22,247.7
inv_1,3,11.26
mux4_2,29,653.1
o211ai_1,8,60.06
a21oi_1,10,50.05
o21ai_0,10,50.05
clkbuf_1,8,30.03
buf_4,6,45.04
No activity file was given, so power comes from the tool's default toggle rates.
